==> config.mk <==
export PLATFORM = sky130hd
export DESIGN_NAME = bigALU_MUX
export DESIGN_NICKNAME = bigALU_MUX
export VERILOG_FILES = /design/flow/design.v
export SDC_FILE = /design/flow/constraint.sdc
export NUM_CORES = 4
export LEC_CHECK = 1
export CORE_AREA = 10 10 70 70
export DIE_AREA = 0 0 80 80
==> constraint.sdc <==
current_design bigALU_MUX

set clk_period 1.0
set clk_io_pct 0.2

create_clock -name clk0 -period $clk_period

set non_clock_inputs [all_inputs -no_clocks]
set_input_delay [expr $clk_period * $clk_io_pct] -clock clk0 $non_clock_inputs
set_output_delay [expr $clk_period * $clk_io_pct] -clock clk0 [all_outputs]
==> design.v <==
module bigALU_MUX (ALUSrc, ReadData2, SignExtend32, ALU_In);
	input ALUSrc;
        input [31:0] ReadData2;
        input [31:0] SignExtend32;	
	output reg [31:0] ALU_In;
        always @(ALUSrc, ReadData2, SignExtend32) 
                begin
                        case (ALUSrc)                            
			0: ALU_In <= ReadData2;                   
                        1: ALU_In <= SignExtend32;                    
		endcase
	end
endmodule
==> run.sh <==
#!/bin/bash
# OpenROAD 26Q1-2900-gdf79404cd8, Yosys 0.63+post, stock flow scripts
make -C /OpenROAD-flow-scripts/flow DESIGN_CONFIG=/design/flow/config.mk WORK_HOME=/design/flow/orfs finish
==> summary.log <==
INFO  pwr            power_frac_clock=0%
INFO  run_status     failed_checks=setup timing
INFO  detailed_routing dr_total_vias=673
INFO  floorplanning  vert_die_dim=80um
INFO  global_routing overflow=0
INFO  yosys          yosysTopAreaCell=sky130_fd_sc_hd__mux2_4
INFO  sta            finalHoldViolCount=0
INFO  finish         p_r_area_growth_vs_syn=183%
INFO  finish         logic_area=480um2
INFO  detailed_routing via_count_normalized_by_instance_count=3.74
INFO  detailed_routing detail_route.iter0.violations=10
INFO  global_routing number_of_antenna_violations_at_the_first_check_in_global_routing=0
INFO  run_status     run_status=finished, violations left
INFO  finish         drive_gt1_share=52.2%
INFO  job            drv_cap=0
INFO  pwr            switching_share=22.1%
INFO  critical_path  setup.worst_path.start_class=primary input
INFO  worst_hold_path min_from=ReadData2[23]
INFO  pwr            portion_of_total_power_attributed_to_combinational_logic=100.0%
INFO  sta            fmax=917MHz
INFO  detailed_routing drt_drc_violations_left=0
INFO  detailed_routing finalWirelength=2780um
INFO  sta            finalCritPeriodShare=109%
INFO  floorplanning  initCoreUtil=15.9%
INFO  detailed_routing drtAntennaViolNets=0
INFO  critical_path  cp.required=800ps
INFO  pwr            intPower=471uW
INFO  sta            fin_setup_tns=-2320ps
INFO  critical_path  critPathArrivalTime=890ps
INFO  global_routing grt_max_degree=12
INFO  clock_network  postCtsHoldBufs=0
INFO  global_routing grt_pass1_wl=4090um
INFO  critical_path  worst-path-max-fanout=5
INFO  worst_hold_path worstHoldPathType=in -> out
INFO  pwr            powerDensity=392mW/mm2
INFO  yosys          synth_area=544um2
INFO  pwr            peakVddDrop=0.150mV
INFO  floorplanning  core=0.00342mm2
INFO  floorplanning  io-pin-count=97
INFO  detailed_routing num_antenna_cells=0
INFO  sta            maxSlewHeadroom=94.5%
INFO  yosys          yosys-stat-cells=36
INFO  detailed_routing dr.pass1.iters=2
INFO  pwr            netSwitchingPower=133uW
INFO  yosys          syn-mean-instance-area=15.1um2
INFO  finish         post_layout_nonfiller_instances=180
INFO  critical_path  worstSetupEndpointType=output port
INFO  job            warning_count=34
INFO  global_routing track_usage=7.90%
INFO  yosys          ys_top_cells_by_area=sky130_fd_sc_hd__mux2_4 (83%), sky130_fd_sc_hd__buf_12 (11%), sky130_fd_sc_hd__mux2_2 (4.1%)
INFO  placed_design  dpl.cell_count=177
INFO  yosys          yosysSeqAreaShare=0%
INFO  detailed_routing wl_per_cell=15.4um
INFO  yosys          synth_warnings=1
INFO  yosys          synth_top_area_share=82.8%
INFO  yosys          top_cells_by_count=sky130_fd_sc_hd__mux2_4 (30), sky130_fd_sc_hd__buf_12 (3), sky130_fd_sc_hd__mux2_2 (2)
INFO  yosys          netlist.top_cell.by_instances=sky130_fd_sc_hd__mux2_4
INFO  yosys          synth_cell_types=4
INFO  finish         regArea=0um2
INFO  finish         filler_cell_count=343
INFO  critical_path  worstSetupPathType=in -> out
INFO  sta            finalMaxSlewViolations=0
INFO  sta            worst-slew-pin-transition=83.1ps
INFO  finish         clockBufferCount=0
INFO  sta            final_period_minus_worst_setup_slack=1090ps
INFO  sta            worst_slack_setup_final=-90.2ps
INFO  floorplanning  die_width=80um
INFO  placed_design  numPortBuffers=97
INFO  finish         nFlopsAndLatches=0
INFO  sta            grt_setup_unrepaired=yes
INFO  clock_network  buffers_inserted_by_post_cts_timing_repair=0
INFO  placed_design  place_congestion=0.793
INFO  pwr            total_leakage_power=0.840nW
INFO  sta            finalSetupViolations=32
INFO  floorplanning  rows=21
INFO  floorplanning  chip_area=0.00640mm2
INFO  pwr            seq_power_share=0%
INFO  critical_path  setup.worst_path.start=ALUSrc
INFO  yosys          cell_count_after_synthesis=36
INFO  global_routing first_global_vias=716
INFO  yosys          ys_chip_area=544um2
-- metrics by stage --
stage | worst slack (ps) | utilization, % | hold slack (ps) | cell area, um2 | total power [mW]
6_report | -90.2 | 45.2 | 795 | 1540 | 0.604
3_5_place_dp | -502 | 44.6 | 1350 | 1520 | 0.649
5_1_grt | -103 | 45.2 | 810 | 1540 | 0.646
4_1_cts | -89.8 | 43.3 | 798 | 1480 | 0.581
3_3_place_gp | -495 | 44.6 | 1360 | 1520 | 0.649
2_1_floorplan | 66.9 | - | 498 | 544 | 0.206
-- layer usage --
layer  GRT usage, %  wire length [um]  up-vias
met4              0                 0        0
met5              0                 0        -
met2           13.6              1300       51
li1               -                 -      335
met3           4.55               427        0
met1           8.70              1050      287
-- cell families (layout without fill, tap and decap cells) --
| group | count (synthesis) | count (layout) | share of synthesized area, % |
|---|---|---|---|
| multiplexers | 32 | 32 | 86.9 |
| buffers and inverters | 4 | 102 | 13.1 |
-- worst max-delay path, cell delays in order --
cell	delay [ps]
sky130_fd_sc_hd__buf_12	130
sky130_fd_sc_hd__clkbuf_16	160
sky130_fd_sc_hd__mux2_4	300
sky130_fd_sc_hd__buf_6	110
-- power groups by stage --
stage	clock [mW]	combinational, mW	sequential [mW]
4_1_cts	0	0.581	0
5_1_grt	0	0.646	0
6_report	0	0.604	0
-- area by class of cell --
type | instances | share of cell area (%)
timing repair buffer | 102 | 65.1
multi-input combinational | 32 | 31.1
tap | 46 | 3.73
-- what timing repair did --
item / in CTS / in global routing
cloned: 2 / 1
pin swaps: 0 / 0
resized: 188 / 6
setup endpoints to repair: 32 / 32
-- cell usage in the layout, fill, tap and decap left out, drive strengths merged --
cell type | synthesis | layout
clkbuf | 0 | 1
mux2 | 32 | 32
buf | 4 | 37
dlygate4sd2 | 0 | 64
-- final timing paths --
path | slack [ps] | to | cells past startpoint
worst max-delay path | -90 | ALU_In[20] | 4
worst min-delay path | 800 | ALU_In[23] | 3
Power figures rest on the tool's default switching activity, not on a simulated workload.
