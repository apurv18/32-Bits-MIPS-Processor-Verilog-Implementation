`flow/run.sh`:
```
#!/bin/bash
# OpenROAD 26Q1-2900-gdf79404cd8, Yosys 0.63+post, stock flow scripts
make -C /OpenROAD-flow-scripts/flow DESIGN_CONFIG=/design/flow/config.mk WORK_HOME=/design/flow/orfs finish
```
`flow/config.mk`:
```
export PLATFORM = sky130hd
export DESIGN_NAME = PC
export DESIGN_NICKNAME = PC
export VERILOG_FILES = /design/flow/design.v
export SDC_FILE = /design/flow/constraint.sdc
export NUM_CORES = 4
export LEC_CHECK = 1
export CORE_AREA = 10 10 92 92
export DIE_AREA = 0 0 102 102
```
`flow/constraint.sdc`:
```
current_design PC

set clk_period 6.8
set clk_io_pct 0.2

create_clock -name clk0 -period $clk_period [get_ports {clock}]

set non_clock_inputs [all_inputs -no_clocks]
set_input_delay [expr $clk_period * $clk_io_pct] -clock clk0 $non_clock_inputs
set_output_delay [expr $clk_period * $clk_io_pct] -clock clk0 [all_outputs]
```
`flow/design.v`:
```
module PC(clock, reset, PC_In, PC_Out);
	input clock;
  input reset;
  input [31:0] PC_In;
  output reg [31:0] PC_Out;
	always @(posedge clock)
    begin
      if (reset == 1)            
        begin
			    PC_Out <= 0;
        end
		  else 
        begin
			    PC_Out <= PC_In + 4;  
	      end
    end
endmodule
```
==> job_summary.md <==
### Yosys + OpenROAD results

| Metric | Value |
|---|---|
| Status | `finished clean` |
| Num CTS Buffers | `5` |
| Startpoint types | `input port` |
| First-pass DRT Iterations | `4` |
| FP Util | `22.3%` |
| Worst Path Arrival | `3.51 ns` |
| Worst slew pin tran | `0.348 ns` |
| Total wire length | `4.31 mm` |
| Ys async rst share | `0%` |
| I/O Pins | `66` |
| Max clock buf depth | `2` |
| DRC Markers | `0` |
| Metal-1 WL | `1.99 mm` |
| Tool warnings | `25` |
| TritonCTS clock tree | `yes` |
| Largest register FFs | `32` |
| Initial antenna violation count | `0` |
| Number of global-route vias before repair | `1300` |
| Max-cap violations | `0` |
| Max_slew headroom | `76.8%` |
| Share of post-route cells with drive strength above 1 | `4.78%` |
| Routed Antenna Nets | `0` |
| Fin crit share | `48.5%` |
| Max Slew Vio Count | `0` |
| DR vias | `1399` |
| Area growth from synthesis to layout | `56.2%` |
| Final hold violation count | `0` |
| CTS sink count | `32` |
| Congestion Overflow GR | `0` |
| Die height | `102 um` |
| Post-Syn Instances | `163` |
| YS warnings | `1` |
| Chip footprint | `0.0104 mm^2` |
| Clk Tree Root Cell | `clkbuf_8` |
| Critical Path End Type | `register` |
| HP Class | `input port to register` |
| Core Rows | `29` |
| First-pass GRT wire length | `6.49 mm` |
| Placeable Area | `0.00646 mm^2` |
| YS chip area | `0.00144 mm^2` |
| Worst VDD drop | `0.0000773 V` |
| PD cells | `185 mW/mm^2` |
| Top cells, area | `dfxtp_1 (44%), o31ai_1 (7.8%), or4_1 (7.8%), a21oi_1 (5.9%), xnor2_1 (3.6%)` |
| Ys flop type | `dfxtp_1` |
| WHS | `1.63 ns` |
| CP Class | `input port to register` |
| CP required | `7.01 ns` |
| Setup TNS Final | `0 ns` |
| Die Width | `102 um` |
| Synth Area per Inst | `8.85 um^2` |
| Post-Layout Inst Area | `0.00225 mm^2` |
| Post-CTS Repair Setup Buffers | `0` |
| Mux frac, synth | `0.781%` |
| Yosys aoi share | `14.4%` |
| Routed wl met2 | `1.91 mm` |
| Adder share | `0.867%` |
| EDFF count, synth | `0` |
| Flops & latches, synth | `32` |
| Top Registers | `PC_Out: 32 flops` |
| CTS H-tree lvls | `2` |
| CP Max Fanout | `9` |
| Fin crit period | `3.30 ns` |
| Max Used Layer | `met4` |
| Comb area leader | `simple AND/OR/NAND/NOR gates` |
| Via density | `4.56` |
| Reg with most FFs | `PC_Out` |
| Yosys top cell by area | `dfxtp_1` |
| Simple share | `29.8%` |
| Placed instance area | `0.00216 mm^2` |
| Cell Area, Synth | `0.00144 mm^2` |
| Final Power | `417 uW` |
| Top-area cell type share of the netlist area | `44.4%` |
| N_diodes | `0` |
| Gpl congestion | `0.757` |
| Fmax achieved | `303 MHz` |
| Static leakage | `0.760 nW` |
| Gr usage total | `7.80%` |
| PortBufs | `65` |
| Synth Seq Share | `44.4%` |
| Met3 routed WL | `328 um` |
| Initial DRC Count | `85` |
| Worst-path clk slew | `0.07 ns` |
| Ys cells | `163` |
| Xor+xnor area frac | `6.07%` |
| Number of gates resized after CTS | `0` |
| RSZ-0062 raised after global routing | `false` |
| Cts hold-fix bufs | `0` |
| Setup violations, final | `0` |
| Largest net degree at the start of global routing | `34` |
| Placed wire-length estimate | `3.32 mm` |
| Routed WL per cell | `14.0 um` |
| Synth unique cells | `25` |
-- cells by family after synthesis --
logic type,count (synthesis)
simple gates,73
compound gates,34
flops,32
buf+inv,12
xor+xnor,10
mux,1
fa+ha+maj,1
-- power breakdown --
group / internal [mW] / switching (mW)
combinational: 0.0431 / 0.0248
sequential: 0.198 / 0.00284
clock: 0.0824 / 0.0656
total: 0.324 / 0.0933
-- cell usage in the layout, fill, tap and decap left out --
| cell | synthesis | final |
|---|---|---|
| a21oi_1 | 17 | 17 |
| o31ai_1 | 15 | 15 |
| nand2_1 | 12 | 12 |
| mux2_2 | 1 | 1 |
| o21ai_0 | 2 | 2 |
| or4_1 | 15 | 15 |
| nor2b_1 | 4 | 4 |
| clkbuf_8 | 0 | 6 |
| or2_2 | 1 | 1 |
| nand4_4 | 1 | 1 |
| and4_1 | 2 | 2 |
| or3_1 | 5 | 5 |
| clkdlybuf4s50_1 | 0 | 65 |
| inv_1 | 5 | 5 |
| nand3_1 | 6 | 6 |
| nor4_1 | 4 | 4 |
| and2_1 | 2 | 2 |
| xor2_1 | 4 | 4 |
| dfxtp_1 | 32 | 32 |
| nor2_1 | 13 | 13 |
| or4_4 | 1 | 1 |
| and3_1 | 1 | 1 |
| nand4_1 | 6 | 6 |
| clkbuf_1 | 6 | 2 |
| xnor2_1 | 6 | 6 |
| buf_4 | 0 | 1 |
| ha_1 | 1 | 1 |
-- worst max-delay path, stage by stage --
cell and delay, ns:
clkdlybuf4s50_1 0.53, ha_1 0.30, inv_1 0.13, or3_1 0.53, or4_1 0.51, a21oi_1 0.15
-- Yosys cell counts (4+ instances only) --
cell type / count
xor2_1: 4
o31ai_1: 15
or3_1: 5
inv_1: 5
nand3_1: 6
or4_1: 15
nor4_1: 4
nand4_1: 6
clkbuf_1: 6
nor2b_1: 4
xnor2_1: 6
dfxtp_1: 32
a21oi_1: 17
nand2_1: 12
nor2_1: 13
-- path summary, 6_finish.rpt --
kind  cells after the start  slack, ns      from                    end
max                       6       3.50  PC_In[2]  PC_Out[14]$_SDFF_PP0_
min                       2       1.63  PC_In[1]   PC_Out[1]$_SDFF_PP0_
-- layer usage --
layer	GRT usage, %	vias to the layer above
met2	12.4	45
met1	9.97	608
met4	1.41	0
met3	3.07	6
met5	0	-
li1	-	740
-- stage by stage --
stage | util (%) | instances | worst slack, ns
after floorplan | - | 163 | 3.94
after global placement | 33.5 | 299 | 3.20
after detailed placement | 33.5 | 299 | 3.21
after CTS | 34.9 | 307 | 3.48
after global routing | 34.9 | 307 | 3.39
final | 34.9 | 307 | 3.50
-- final cells by class --
| type | instances | area [um^2] |
|---|---|---|
| clock buffer | 8 | 90.1 |
| fill | 668 | 4210 |
| inverter | 5 | 18.8 |
| multi-input combinational | 119 | 749 |
| sequential | 32 | 641 |
| tap | 77 | 96.3 |
| timing repair buffer | 66 | 658 |
No activity file was given, so power comes from the tool's default toggle rates.
