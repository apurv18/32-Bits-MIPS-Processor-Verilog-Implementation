--- flow/constraint.sdc ---
current_design RegFile

set clk_period 5.1
set clk_io_pct 0.2

create_clock -name clk0 -period $clk_period [get_ports {clock}]

set non_clock_inputs [all_inputs -no_clocks]
set_input_delay [expr $clk_period * $clk_io_pct] -clock clk0 $non_clock_inputs
set_output_delay [expr $clk_period * $clk_io_pct] -clock clk0 [all_outputs]
--- flow/config.mk ---
export PLATFORM = sky130hd
export DESIGN_NAME = RegFile
export DESIGN_NICKNAME = RegFile
export VERILOG_FILES = /design/flow/design.v
export SDC_FILE = /design/flow/constraint.sdc
export NUM_CORES = 4
export LEC_CHECK = 1
export CORE_UTILIZATION = 50
--- flow/run.sh ---
#!/bin/bash
# OpenROAD 26Q1-2900-gdf79404cd8, Yosys 0.63+post, stock flow scripts
make -C /OpenROAD-flow-scripts/flow DESIGN_CONFIG=/design/flow/config.mk WORK_HOME=/design/flow/orfs finish
--- flow/design.v ---
module RegFile (clock, RegWrite, ReadReg1, ReadReg2, WriteReg, WriteData, ReadData1, ReadData2);
	input clock;
	input RegWrite;
	input [4:0] ReadReg1;
	input [4:0] ReadReg2;
	input [4:0] WriteReg;
	input [31:0] WriteData;	
	output [31:0] ReadData1;
	output [31:0] ReadData2;
	reg [31:0] Registers [0:31];   
	initial begin
		Registers[0] <= 32'h00000000;
		Registers[8] <= 32'h00000000;
		Registers[9] <= 32'h00000000;
		Registers[10] <= 32'h00000000;
		Registers[11] <= 32'h00000000;
		Registers[12] <= 32'h00000000;
		Registers[13] <= 32'h00000000;
		Registers[14] <= 32'h00000000;
		Registers[15] <= 32'h00000000;
		Registers[16] <= 32'h00000000;
		Registers[17] <= 32'h00000000;
		Registers[18] <= 32'h00000000;
		Registers[19] <= 32'h00000000;
		Registers[20] <= 32'h00000000;
		Registers[21] <= 32'h00000000;
		Registers[22] <= 32'h00000000;
		Registers[23] <= 32'h00000000;
		Registers[24] <= 32'h00000000;
		Registers[25] <= 32'h00000000;
		Registers[31] <= 32'b0;
	end
	assign ReadData1 = Registers[ReadReg1];
	assign ReadData2 = Registers[ReadReg2];
	always @(posedge clock) begin
		if (RegWrite == 1)
			Registers[WriteReg] = WriteData;
	end	
endmodule
==> flow_metrics.tcl <==
# implementation run metrics
set metrics [dict create \
    cts_hold_buf 0 \
    cts-htree-levels 3 \
    grt_pass1_wl_um 221000 \
    grt_start_max_net_pins 80 \
    yosys.area_share.adder_pct 0 \
    timing.hold.ws_ns 1.14 \
    cp-start-kind "input pin" \
    synthDistinctLibCells 23 \
    most-common-layout-cells "edfxtp_1 (1,024), mux2i_1 (1,024), nand3_1 (194)" \
    leakagePower_nw 20.9 \
    rsz0062_at_grt "no" \
    max_slew_margin_pct 35.5 \
    logic_family "multiplexers" \
    syn_to_final_growth_pct 15.6 \
    cts.path.max_buffers 3 \
    yosysTopAreaCell "edfxtp_1" \
    cp_max_fo 9 \
    path_clk_slew_ns 0.06 \
    path_class "in -> out" \
    vias_per_cell 6.43 \
    routed_wl_um 153000 \
    ys_area_um2 48800 \
    core_um2 96700 \
    dpl.cell_count 4712 \
    wl_per_cell_um 31.2 \
    top_regs "Registers x1024" \
    grt_pass1_vias 33100 \
    clock.fmax_ghz 0.206 \
    cp.required_ns 4.08 \
    place_congestion 0.910 \
    fin_crit_sh_pct 95.3 \
    ir_drop_uv 265 \
    critPathLaunch "ReadReg2[3]" \
    grt_remaining_overflow 0 \
    maxCapViolations 0 \
    antenna_found_initial 3 \
    setup_violations 0 \
    synth-compound-area-share_pct 8.04 \
    synth.cellmix.simpleShare_pct 4.71 \
    final_core_util_pct 58.3 \
    place_hpwl_um 89600 \
    cts_root_buffer "clkbuf_16" \
    yosys.area_share.xor_xnor_pct 0 \
    die_area_um2 98800 \
    cts_tree "yes" \
    yosysSeqAreaShare_pct 63.0 \
    synthMuxAreaShare_pct 21.0 \
    power_density_nw_per_um2 350 \
    die_x_um 314 \
    port-buffer-count 112 \
    ys_ff 1024 \
    area_leaders "edfxtp_1 (63%), mux2i_1 (21%), a22oi_1 (3.0%)" \
    numCtsBuffers 110 \
    synth_top_area_share_pct 63.0 \
    layout-drive-gt1-share_pct 11.5 \
    fin_setup_tns_ns 0 \
    die_height_um 314 \
    status "complete, no violations" \
    ys_cells 3386 \
    hp-class "in -> reg" \
    fin_crit_ns 4.86 \
    max_slew.worst_pin.slew_ns 0.965 \
    drc 0 \
    post_cts_buffers 0 \
    cts-resized-gates 0 \
    log.warning_count 26 \
    vias 31600 \
    num_rows 114 \
    instances_no_fill 4921 \
    slew_viol_final 0 \
    clkSinkCount 1024 \
    syn_area_per_cell_um2 14.4 \
    drt-pass1-iter-count 6 \
    netlist_area_um2 48800 \
    crit_end "ReadData2[9]" \
    yosysWarningCount 1 \
    ioPinCount 113 \
    cp.arrival_ns 3.84 \
    largest_register "Registers" \
    drt.antenna.violating_nets 0 \
    hold_viol 0 \
    initCoreUtil_pct 50.5 \
    largest_register_ffs 1024 \
    first_iter_violations 2289 \
    total_power_mw 19.7 \
    grt_usage_pct 34.2 \
    syn-instance-count 3386 \
    crit_path_end_kind "primary output" \
]
==> worst max-delay path: stages <==
cell and delay [ns]:
clkdlybuf4s50_1 0.67, nand2b_2 0.50, buf_4 0.33, a21oi_1 0.07
a31oi_1 0.45, nand3_1 0.30, clkdlybuf4s50_1 0.49
==> how the worst min path moves through the flow <==
stage / endpoint / slack [ns] / startpoint / cells past startpoint
CTS: Registers[1][3]$_DFFE_PP_ / 1.10 / WriteData[3] / 2
global route: Registers[24][20]$_DFFE_PP_ / 1.14 / WriteData[20] / 2
finish: Registers[10][3]$_DFFE_PP_ / 1.14 / WriteData[3] / 2
==> per-stage QoR <==
| step | cell area [um2] | worst slack, ns |
|---|---|---|
| finish | 56400 | 0.238 |
| global route | 56400 | 0.0849 |
| CTS | 56400 | 0.228 |
| detailed placement | 52500 | 0.231 |
| global placement | 52500 | 0.273 |
| floorplan | 48800 | 1.65 |
==> layer usage <==
layer | vias to the layer above | global-route usage, % | part of all wire, %
li1 | 13700 | - | -
met1 | 15400 | 46.0 | 35
met5 | - | 1.35 | 0.097
met3 | 323 | 25.7 | 18
met2 | 2125 | 46.4 | 43
met4 | 8 | 8.46 | 3.3
==> logic make-up after synthesis <==
group                  Yosys count
AOI/OAI and AO/OA              576
buffers and inverters          253
DFF                           1024
muxes                         1024
and+or+nand+nor                509
==> where the power goes <==
group	switching [mW]	leakage [nW]	internal, mW
Clock	3.31	1.91	5.18
Combinational	1.11	9.76	0.714
Sequential	0.0410	9.22	9.37
Total	4.46	20.9	15.3
==> synth_stat cells (all sizes together) <==
library cell / n
clkbuf: 90
a31oi: 64
nor3: 64
edfxtp: 1024
and2: 2
nand3: 194
a22oi: 192
mux2i: 1024
nand2: 195
or3: 1
or3b: 3
nand2b: 4
a22o: 128
a21oi: 192
nor2b: 4
or2: 2
nand3b: 5
buf: 163
nor2: 35
==> final cells by class <==
type / instances / area (um2)
multi-input cells: 2109 / 16800
clock inverters: 78 / 961
flip-flops and latches: 1024 / 30700
well taps: 1276 / 1600
diodes: 1 / 2.50
clock buffers: 130 / 2910
fillers: 7126 / 40300
repair buffers: 303 / 3380
No activity file was given, so power comes from the tool's default toggle rates.
